## flow/design.v

```verilog
module bin2bcd(binaryIn, bcdOut);
	parameter n = 8;
	input [8:0]binaryIn;
	output reg [12:0] bcdOut;
	integer i;
	always@(binaryIn)
	begin
		bcdOut = 9'd0;
		for(i = n-1; i>=0; i = i-1)
		begin
			if (bcdOut[3:0] >= 5)					 
				bcdOut[3:0] = bcdOut[3:0] + 3;
			if (bcdOut[7:4] >= 5)					 
				bcdOut[7:4] = bcdOut[7:4] + 3;
			if (bcdOut[11:8] >= 5)					 
				bcdOut[11:8] = bcdOut[11:8] + 3;
			bcdOut =  bcdOut << 1;
			bcdOut[0] = binaryIn[i];
		end
		bcdOut[12] = binaryIn[8];
	end
	endmodule
```

## flow/run.sh

```bash
#!/bin/bash
# OpenROAD 26Q1-2900-gdf79404cd8, Yosys 0.63+post, stock flow scripts
make -C /OpenROAD-flow-scripts/flow DESIGN_CONFIG=/design/flow/config.mk WORK_HOME=/design/flow/orfs finish
```

## flow/config.mk

```make
export PLATFORM = sky130hd
export DESIGN_NAME = bin2bcd
export DESIGN_NICKNAME = bin2bcd
export VERILOG_FILES = /design/flow/design.v
export SDC_FILE = /design/flow/constraint.sdc
export NUM_CORES = 4
export LEC_CHECK = 1
export CORE_AREA = 10 10 70 70
export DIE_AREA = 0 0 80 80
```

## flow/constraint.sdc

```tcl
current_design bin2bcd

set clk_period 8.1
set clk_io_pct 0.2

create_clock -name clk0 -period $clk_period

set non_clock_inputs [all_inputs -no_clocks]
set_input_delay [expr $clk_period * $clk_io_pct] -clock clk0 $non_clock_inputs
set_output_delay [expr $clk_period * $clk_io_pct] -clock clk0 [all_outputs]
```

==> summary.txt <==
Internal power -> 0.175 mW
Final setup viols -> 0
Endpoints failing hold -> 0
Vias/cell -> 5.14
Switching share of power -> 43.9%
Flop count -> 0
Vias in the first global route -> 1275
Dominant logic cell types in the final layout -> 50 x buf_4, 17 x nand2_1, 14 x clkdlybuf4s50_1
Post-DP Area -> 1540 um^2
Setup TNS Final -> 0 ns
Starting DRT DRC Count -> 56
Routed Antenna Nets -> 0
Critical path class -> in -> out
Data required, critical path -> 6.48 ns
Cell Area, Synth -> 1080 um^2
Largest net degree at the start of global routing -> 13
Cells in synth_stat.txt -> 152
Reg power frac -> 0%
DR WL/cell -> 12.1 um
Status -> complete, no violations
CP Max Fanout -> 4
Comb area leader -> AND-OR/OR-AND gates
Adder-cell share of the synthesized area -> 10.4%
Row cnt -> 21
Die area -> 6400 um^2
Crit. End Element -> primary output
Startpoint types -> input pin
Hold Path Class -> in -> out
Max-slew violation count -> 0
Synthesized area per cell -> 7.13 um^2
Synth warn -> 1
Die Span Y -> 80 um
Synth Instances -> 152
Worst-margin pin slew -> 0.692 ns
PwrDens -> 175 nW/um^2
Share of cells above drive strength 1 -> 42.3%
Commonest Layout Cell -> buf_4
Max-slew headroom -> 52.5%
Cycle use final -> 98.0%
Die X-Extent -> 80 um
MaxCap Viol Count -> 0
Routed wire length -> 3.14 mm
Post-Synth XOR/XNOR Area -> 3.23%
AO/OA Area Share -> 36.5%
FF/Latch Area -> 0 um^2
I/O pins -> 22
Initial DRT Pass Iterations -> 4
Clk network pwr share -> 0%
Combinational Power Share -> 100.0%
Yosys cell types -> 51
Static Leak -> 0.775 nW
Core region area -> 3420 um^2
Hold Buf Count CTS -> 0
Post-route design area -> 1780 um^2
DRC -> 0
Init Core Util -> 31.7%
Stage-log warning count -> 35
Post-synthesis sequential area ratio -> 0%
Area Growth Syn to Fin -> 64.5%
GP Congestion -> 0.917
Via Count -> 1330
Crit path DAT -> 6.32 ns
Fill count -> 306
Chip Area, Yosys -> 1080 um^2
Diode count -> 0
CP endpoint -> bcdOut[7]
Yosys simple share -> 26.4%
Switching power -> 0.137 mW
Congestion Overflow GR -> 0
Total GRT Usage -> 9.44%
Peak VDD IR -> 93.5 uV
Initial antenna violation count -> 0
Setup crit start -> binaryIn[5]
Global-route wire length before repair -> 5.40 mm
Post-DP HPWL -> 2.35 mm
Min cycle time layout -> 7.94 ns
Count of input and output buffers -> 16
Fmax -> 126 MHz
Mux share -> 15.0%
# clk buffers -> 0
[layer usage]
layer	track usage, %	routed length [um]
met1	13.5	1550
met4	0	0
met3	0.568	137
met5	0	0
met2	16.0	1450
[power groups by stage]
| stage | clock, mW | sequential, mW | combinational, mW |
|---|---|---|---|
| after CTS | 0 | 0 | 0.299 |
| after global routing | 0 | 0 | 0.341 |
| final | 0 | 0 | 0.311 |
[worst min path at each step]
| stage | cells after the start | end | slack (ns) | startpoint |
|---|---|---|---|---|
| after CTS | 0 | bcdOut[0] | 3.24 | binaryIn[0] |
| after global routing | 0 | bcdOut[0] | 3.24 | binaryIn[0] |
| final | 0 | bcdOut[0] | 3.24 | binaryIn[0] |
[through the flow]
stage                     util (%)  std cells  hold WS, ns  total power, mW  worst slack, ns
final                         52.2        259         3.24            0.311            0.163
after global routing          52.2        259         3.24            0.341          -0.0764
after CTS                     50.4        259         3.24            0.299           0.0109
after detailed placement      45.2        246         3.24            0.266           -0.451
after global placement        45.2        246         3.24            0.264           -0.313
after floorplan                  -        153         3.31            0.153            0.319
[worst max-delay path: stages]
cell and delay, ns:
clkdlybuf4s50_1 0.48, inv_1 0.06, ha_1 0.19, inv_1 0.09, ha_4 0.15, a21oi_4 0.04, xnor2_2 0.19, ha_2 0.24
buf_4 0.13, nor2b_1 0.16, o21ai_1 0.09, o221ai_1 0.28, a22oi_4 0.09, a21oi_2 0.15, mux2i_1 0.27, nand2_1 0.12
ha_2 0.20, nand2_1 0.08, a21boi_4 0.23, ha_4 0.18, nor3_4 0.04, or3_1 0.32, nand4b_1 0.18, a21oi_1 0.15
a311o_1 0.14, clkdlybuf4s50_1 0.46
[cells by family (layout without fill, tap and decap cells)]
| logic type | Yosys count | count (layout) |
|---|---|---|
| other cells | 1 | 2 |
| mux | 14 | 14 |
| buf+inv | 17 | 77 |
| compound gates | 50 | 50 |
| simple gates | 57 | 57 |
| xor+xnor | 4 | 4 |
| fa+ha+maj | 9 | 9 |
[cell type report]
class,instances,area [um^2],share of cell area (%)
timing repair buffer,68,557,31.2
tap,46,57.6,3.23
multi-input combinational,136,1130,63.6
inverter,9,33.8,1.89
[cell usage after synthesis (2+ instances only)]
library cell	instances	area share, %
a211oi_1	3	2.1
a21o_1	2	1.4
a21oi_1	10	4.6
a21oi_2	2	1.6
a221o_1	2	1.8
a22oi_1	2	1.4
a31oi_1	2	1.2
and3_1	2	1.2
buf_4	4	2.8
clkbuf_1	2	0.69
ha_1	9	10
inv_1	9	3.1
mux2_2	3	3.1
mux2_4	2	2.8
mux2i_1	6	5.5
mux2i_2	2	2.5
nand2_1	17	5.9
nand2b_1	2	1.2
nand3_1	3	1.4
nand4_1	2	1.2
nor2_1	12	4.2
nor2b_1	2	1.2
nor3_1	8	3.7
o211ai_1	3	2.1
o21ai_0	9	4.2
o221ai_1	3	2.4
or3_1	2	1.2
xnor2_1	4	3.2
[what timing repair did]
action / in CTS / in global routing
endpoints found under the setup margin: 3 / 5
hold endpoints to repair: 0 / 0
setup buffers: 13 / 1
resized: 25 / 10
pin swaps: 14 / 11
Power and IR drop assume default switching activity.
