==> flow/design.v <==
module bin2bcd16bt(binaryIn, bcdOut);
	parameter n = 16;
	input [16:0]binaryIn;
	output reg [16:0] bcdOut;
	integer i;
	always@(binaryIn)
	begin
		bcdOut = 13'd0;
		for(i = n-1; i>=0; i = i-1)
		begin
			if (bcdOut[3:0] >= 5)					 
				bcdOut[3:0] = bcdOut[3:0] + 3;
			if (bcdOut[7:4] >= 5)					 
				bcdOut[7:4] = bcdOut[7:4] + 3;
			if (bcdOut[11:8] >= 5)					 
				bcdOut[11:8] = bcdOut[11:8] + 3;
			if (bcdOut[15:12] >= 5)					 
				bcdOut[15:12] = bcdOut[15:12] + 3;
			bcdOut =  bcdOut << 1;
			bcdOut[0] = binaryIn[i];
		end
		bcdOut[16] = binaryIn[16];
	end
	endmodule
==> flow/run.sh <==
#!/bin/bash
# OpenROAD 26Q1-2900-gdf79404cd8, Yosys 0.63+post, stock flow scripts
make -C /OpenROAD-flow-scripts/flow DESIGN_CONFIG=/design/flow/config.mk WORK_HOME=/design/flow/orfs finish
==> flow/config.mk <==
export PLATFORM = sky130hd
export DESIGN_NAME = bin2bcd16bt
export DESIGN_NICKNAME = bin2bcd16bt
export VERILOG_FILES = /design/flow/design.v
export SDC_FILE = /design/flow/constraint.sdc
export NUM_CORES = 4
export LEC_CHECK = 1
export CORE_AREA = 10 10 113 113
export DIE_AREA = 0 0 123 123
==> flow/constraint.sdc <==
current_design bin2bcd16bt

set clk_period 19.3
set clk_io_pct 0.2

create_clock -name clk0 -period $clk_period

set non_clock_inputs [all_inputs -no_clocks]
set_input_delay [expr $clk_period * $clk_io_pct] -clock clk0 $non_clock_inputs
set_output_delay [expr $clk_period * $clk_io_pct] -clock clk0 [all_outputs]
==> impl_metrics.env <==
# yosys + openroad results
export IMPL_routed_via_count=6542
export IMPL_route_detailed_drc=0
export IMPL_synth_cell_types=119
export IMPL_num_rows=37
export IMPL_tool_warnings=38
export IMPL_boundaryPins=34
export IMPL_end_kind="output pin"
export IMPL_fp_coreArea_sq_um=10300
export IMPL_die_w_microns=123
export IMPL_wl_per_cell_microns=15.9
export IMPL_firstDrtPassIters=6
export IMPL_maxSlewViolCount=0
export IMPL_crit_family="AND-OR/OR-AND gates"
export IMPL_grt_max_degree=28
export IMPL_crit_buf_inv=6
export IMPL_syn2layout_area_growth_pct=13.9
export IMPL_drtIter0Drc=555
export IMPL_instances_no_fill=990
export IMPL_fin_setup_tns_ps=0
export IMPL_final_layout_size_suffix_gt1_frac=0.180
export IMPL_yosysChipArea_sq_um=5610
export IMPL_worstMarginPinSlew_ps=922
export IMPL_grt_pass1_vias=5674
export IMPL_worstPathRequired_ps=15440
export IMPL_drt_total_wl_mm=15.7
export IMPL_fp_util=0.544
export IMPL_chip_area_sq_um=15100
export IMPL_finalWeightedCongestion=0.969
export IMPL_critPathMaxFanout=11
export IMPL_top_area_frac=0.0602
export IMPL_grt_first_pass_wirelength_mm=26.2
export IMPL_finalCriticalPeriod_ps=18590
export IMPL_avgSynthCellArea_sq_um=6.85
export IMPL_antenna_found_initial=0
export IMPL_yosysWarnings=1
export IMPL_hold_viol=0
export IMPL_ys_cells=819
export IMPL_crit_type="in2out"
export IMPL_drv_cap=0
export IMPL_run_status="finished, final reports clean"
export IMPL_cpPeakStageDelay_ps=480
export IMPL_ys_seq_frac=0
export IMPL_dp_cells=984
export IMPL_yosysTopAreaCell="ha_1"
export IMPL_whs_ps=7720
export IMPL_max_freq_ghz=0.0538
export IMPL_area_leaders="ha_1 (6.0%), a21oi_1 (5.3%), nand2_1 (4.7%)"
export IMPL_cp_common_cell="ha_1"
export IMPL_grt_ovfl_total=0
export IMPL_crit_slowest_cell="clkdlybuf4s50_1"
export IMPL_synth_area_sq_um=5610
export IMPL_final_setup_viol_count=0
export IMPL_relSlewSlack=0.383
export IMPL_min_period_over_period=0.963
export IMPL_grt_use_total=0.198
export IMPL_mostFrequentLayoutCells="nor2_1 (68), nand2_1 (68), a21oi_1 (55)"
export IMPL_start_kind="input pin"
export IMPL_critPathArrivalTime_ps=14730
export IMPL_syn_inst=819
export IMPL_ant_nets=0
export IMPL_holdBufCountCts=0
export IMPL_min_path_type="in2out"
export IMPL_portBuffers=30
export IMPL_seq_area_sq_um=0
export IMPL_clkbuf_count=0
export IMPL_dieHeight_microns=123
export IMPL_fillCellCount=888
export IMPL_n_antenna_cell=0
export IMPL_viasPerCell=6.61
export IMPL_seq_cells=0
export IMPL_final_util=0.619
export IMPL_dpl_hpwl_mm=11.9
[final cells by class]
cell class,instances,area (sq um),area share
multi-input cells,728,5370,0.839
repair buffers,82,691,0.108
inverters,44,165,0.0258
well taps,136,170,0.0266
[logic make-up after synthesis]
kind of cell,after synthesis,synth area share
AND-OR/OR-AND,336,0.470
multiplexers,35,0.0716
AND/OR/NAND/NOR,303,0.278
adder cells (fa/ha/maj),28,0.0620
XOR/XNOR,26,0.0493
buffers and inverters,91,0.0696
[synthesized netlist by cell type, drive strengths merged, types with 4 or more instances]
master	instances
o221a	4
or2	6
o221ai	8
inv	43
a211o	7
a2111oi	6
a31o	4
and2	10
a221oi	8
mux2	8
a211oi	19
nand4	10
o211ai	19
a21o	9
o32ai	8
nand2	70
o31ai	9
a311o	4
nand2b	13
o32a	4
o22ai	15
nand3	30
xnor2	22
and3	9
mux2i	26
buf	20
nor2	72
nor3	39
nor4	11
a21oi	63
nor2b	7
a311oi	4
o21a	12
o2111ai	6
a22oi	12
ha	27
a31oi	17
o22a	4
or3	13
o21bai	6
clkbuf	27
o21ai	54
[repair_timing]
item | CTS | global route
gates resized | 5 | 28
setup endpoints to repair | 2 | 11
endpoints found under the hold margin | 0 | 0
gates cloned | 0 | 0
pin swaps | 0 | 10
buffers inserted | 0 | 6
[stage by stage]
stage	setup slack, ps	instance area, sq um
2_1_floorplan	559	5610
3_3_place_gp	275	6200
3_5_place_dp	-122	6200
4_1_cts	8.91	6230
5_1_grt	-84.1	6390
6_report	710	6390
[per-layer routing]
| metal | global-route usage | up-vias | share of wire |
|---|---|---|---|
| li1 | - | 3286 | - |
| met1 | 0.297 | 3008 | 0.50 |
| met2 | 0.302 | 231 | 0.43 |
| met3 | 0.0250 | 17 | 0.061 |
| met4 | 0.0320 | 0 | 0.015 |
| met5 | 0 | - | 0 |
[path summary, 6_finish.rpt]
kind / startpoint / to / slack (ps) / cells past startpoint
setup / recovery: binaryIn[13] / bcdOut[14] / 710 / 56
hold / removal: binaryIn[16] / bcdOut[16] / 7720 / 0
